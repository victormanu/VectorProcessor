### ./run.sh
#!/bin/bash
# OpenROAD 26Q1-2900-gdf79404cd8, Yosys 0.63+post, stock flow scripts
make -C /OpenROAD-flow-scripts/flow DESIGN_CONFIG=/design/flow/config.mk WORK_HOME=/design/flow/orfs finish
### ./config.mk
export PLATFORM = sky130hd
export DESIGN_NAME = ID_EX
export DESIGN_NICKNAME = ID_EX
export VERILOG_FILES = /design/flow/design.v
export SDC_FILE = /design/flow/constraint.sdc
export NUM_CORES = 4
export LEC_CHECK = 1
export CORE_AREA = 10 10 358 358
export DIE_AREA = 0 0 368 368
### ./constraint.sdc
current_design ID_EX

set clk_period 1.0
set clk_io_pct 0.2

create_clock -name clk0 -period $clk_period [get_ports {clk}]

set non_clock_inputs [all_inputs -no_clocks]
set_input_delay [expr $clk_period * $clk_io_pct] -clock clk0 $non_clock_inputs
set_output_delay [expr $clk_period * $clk_io_pct] -clock clk0 [all_outputs]
### ./design.v
module ID_EX(clk, exc, mem, wb, r1e, r2e, r1v, r2v, imm, dest, desType,
						exc_out, mem_out, wb_out, r1e_out, r2e_out, r1v_out, r2v_out, imm_out, dest_out, destType_out);
	input logic clk;
	input logic [4:0] exc;
	input logic [3:0] mem;
	input logic [1:0] wb;
	input logic [20:0] r1e;
	input logic [20:0] r2e;
	input logic [191:0] r1v;
	input logic [191:0] r2v;
	input logic [20:0] imm;
	input logic [3:0] dest;
	input logic desType;
	output logic [4:0] exc_out;
	output logic [3:0] mem_out;
	output logic [1:0] wb_out; 
	output logic [20:0] r1e_out;
	output logic [20:0] r2e_out;
	output logic [191:0] r1v_out;
	output logic [191:0] r2v_out;
	output logic [20:0] imm_out;
	output logic [3:0] dest_out;
	output logic destType_out;
	always @(negedge clk) begin
		exc_out <= exc;
		mem_out <= mem;
		wb_out <= wb;
		r1e_out <= r1e;
		r2e_out <= r2e;
		r1v_out <= r1v;
		r2v_out <= r2v;
		imm_out <= imm;
		dest_out <= dest;
		destType_out <= desType;
	end
endmodule 
==> flow_results.xml <==
<?xml version="1.0" encoding="UTF-8"?>
<metrics>
  <group name="drt">
    <metric name="drt_drc_violations_left" unit="">0</metric>
    <metric name="drt.antenna.violating_nets" unit="">0</metric>
    <metric name="dr.pass1.iters" unit="">4</metric>
    <metric name="routed-via-count" unit="">8848</metric>
    <metric name="vias_per_cell" unit="">2.49</metric>
    <metric name="drt_wl_total" unit="mm">47.2</metric>
    <metric name="wire_per_inst" unit="um">13.3</metric>
    <metric name="drt_iter0_markers" unit="">280</metric>
  </group>
  <group name="clocking">
    <metric name="cts_num_sinks" unit="">463</metric>
    <metric name="cts-buffers-inserted" unit="">52</metric>
    <metric name="tritoncts" unit="">done</metric>
    <metric name="cts_hold_repair.buffers" unit="">0</metric>
    <metric name="htree_levels" unit="">2</metric>
    <metric name="postCtsSetupBuffers" unit="">0</metric>
    <metric name="cts_root_buffer" unit="">sky130_fd_sc_hd__clkbuf_16</metric>
    <metric name="post_cts.resized_instances" unit="">1571</metric>
    <metric name="clk_pin_slew" unit="ps">40</metric>
    <metric name="clk_path_buf_depth" unit="">3</metric>
  </group>
  <group name="synthesis">
    <metric name="synth.comb.largest_family" unit="">buffers and inverters</metric>
    <metric name="number_of_unique_standard_cell_types_used_by_synthesis" unit="">2</metric>
    <metric name="flip_flop_and_latch_count_after_synthesis" unit="">463</metric>
    <metric name="ys_sh_adder" unit="%">0</metric>
    <metric name="synth_sequential_area_ratio" unit="%">100</metric>
    <metric name="post_synth_arst_share" unit="%">0</metric>
    <metric name="enable_flop_cells" unit="">0</metric>
    <metric name="synth.area.top_cells" unit="">sky130_fd_sc_hd__dfxtp_1 100%, sky130_fd_sc_hd__inv_1 0.040%</metric>
    <metric name="post-synth-top-count-cell" unit="">sky130_fd_sc_hd__dfxtp_1</metric>
    <metric name="cell_area_after_technology_mapping" unit="um2">9270</metric>
    <metric name="ys_sh_simple" unit="%">0</metric>
    <metric name="synth_warnings" unit="">1</metric>
    <metric name="synthCells" unit="">464</metric>
    <metric name="synth.top_cell.area_share" unit="%">100</metric>
    <metric name="complex_gates_by_area" unit="%">0</metric>
    <metric name="synthesis.area_per_instance" unit="um2">20.0</metric>
    <metric name="ys_cells" unit="">464</metric>
    <metric name="yosys_area" unit="um2">9270</metric>
    <metric name="synth-xor-area-share" unit="%">0</metric>
    <metric name="synth_top_flop_cell" unit="">sky130_fd_sc_hd__dfxtp_1</metric>
    <metric name="fraction_of_synthesized_area_in_multiplexers" unit="%">0</metric>
    <metric name="top_area_cell" unit="">sky130_fd_sc_hd__dfxtp_1</metric>
    <metric name="yosys-top-cells-count" unit="">463 x sky130_fd_sc_hd__dfxtp_1, 1 x sky130_fd_sc_hd__inv_1</metric>
  </group>
  <group name="run">
    <metric name="log.warning_count" unit="">490</metric>
    <metric name="maxCapViolations" unit="">0</metric>
  </group>
  <group name="worst_setup_path">
    <metric name="cp_data_arrival_time" unit="ps">1610</metric>
    <metric name="critical_path.startpoint_type" unit="">flop</metric>
    <metric name="timing.critical_path.slowest_cell_delay" unit="ps">330</metric>
    <metric name="crit_fanout" unit="">1</metric>
    <metric name="path_delay_family" unit="">flip-flops</metric>
    <metric name="timing.critical_path.depth" unit="">1</metric>
    <metric name="timing.critical_path.buf_inv" unit="">1</metric>
    <metric name="worstPathCellList" unit="">buf_12</metric>
    <metric name="nature_of_the_critical_path_endpoint" unit="">primary output</metric>
    <metric name="critPathRequiredTime" unit="ps">800</metric>
    <metric name="critical_path_type" unit="">reg -&gt; out</metric>
    <metric name="cp_slowest_cell" unit="">sky130_fd_sc_hd__dfxtp_2</metric>
  </group>
  <group name="floorplan">
    <metric name="dieWidth" unit="um">368</metric>
    <metric name="pin_count" unit="">927</metric>
    <metric name="core.rowCount" unit="">127</metric>
    <metric name="area_of_the_core" unit="um2">120000</metric>
    <metric name="chipHeight" unit="um">368</metric>
    <metric name="initial_core_util" unit="%">7.72</metric>
    <metric name="die-area" unit="um2">135000</metric>
  </group>
  <group name="layout">
    <metric name="area.combinational" unit="um2">0</metric>
    <metric name="layout.comb_gates.multi_input" unit="">0</metric>
    <metric name="finish.cell_count_without_fillers" unit="">3557</metric>
    <metric name="layout-area-overhead-vs-synth" unit="%">137</metric>
    <metric name="layout-drive-gt1-share" unit="%">33.1</metric>
  </group>
  <group name="sta">
    <metric name="final_hold_viol_count" unit="">0</metric>
    <metric name="rsz0062_at_grt" unit="">yes</metric>
    <metric name="worst_slew_pin_slew" unit="ps">289</metric>
    <metric name="timing.max_slew.rel_slack" unit="%">80.7</metric>
    <metric name="slew_violations" unit="">0</metric>
    <metric name="worst_setup_slack_final" unit="ps">-807</metric>
    <metric name="setup-violations-final" unit="">463</metric>
    <metric name="fin_hold_ws" unit="ps">496</metric>
  </group>
  <group name="worst_hold_path">
    <metric name="min_from" unit="">r2v[87]</metric>
    <metric name="worstHoldPathType" unit="">in -&gt; reg</metric>
    <metric name="hold-path-endpoint" unit="">r2v_out[87]</metric>
    <metric name="whs_path_depth" unit="">1</metric>
  </group>
  <group name="power_and_ir_drop">
    <metric name="irDropWorstVdd" unit="V">0.00163</metric>
    <metric name="powerDensity" unit="nW/um2">2220</metric>
    <metric name="cellLeakagePower" unit="nW">10.9</metric>
    <metric name="fin_total_pwr" unit="W">0.0488</metric>
  </group>
  <group name="outcome">
    <metric name="violations" unit="">setup timing</metric>
    <metric name="run_status" unit="">complete, but fails checks</metric>
  </group>
  <group name="global_routing">
    <metric name="antenna_found_initial" unit="">7</metric>
    <metric name="first_pass_grt_wire_length" unit="mm">65.9</metric>
    <metric name="grt_use_total" unit="%">6.66</metric>
    <metric name="grt_pass1_vias" unit="">10400</metric>
    <metric name="grt_max_degree" unit="">14</metric>
    <metric name="grt_overflow_total" unit="">0</metric>
  </group>
  <group name="placement">
    <metric name="port-buffer-count" unit="">926</metric>
    <metric name="globalplace.congestion" unit="">0.854</metric>
    <metric name="placed_cells" unit="">3002</metric>
    <metric name="dp_hpwl" unit="mm">37.2</metric>
  </group>
</metrics>
-- report_power, final --
part           internal [W]  switching, W  leakage (nW)
Clock                0.0138        0.0123          3.34
Combinational       0.00221      0.000626          3.67
Sequential           0.0197      0.000222          3.91
-- cells by family after synthesis --
family	count (synthesis)
buffers and inverters	1
flip-flops	463
-- flip-flops by register name, indices dropped and copies added, names as in the netlist --
signal / cells
imm_out: 21
exc_out: 5
dest_out: 4
r2v_out: 192
wb_out: 2
r2e_out: 21
mem_out: 4
r1e_out: 21
destType_out: 1
r1v_out: 192
-- area by class of cell --
class                 instances  area [um2]
fill                      13200       98200
sequential                  463        9400
timing repair buffer        926        7070
clock inverter              500        2110
tap                        1612        2020
clock buffer                 54        1350
antenna                       2        5.00
-- routing by layer --
metal  routed length [um]  track usage, %
met3                 6570            5.21
met1                15600            5.98
met4                 1600            3.40
met2                23400            10.7
met5                   24               0
-- stage by stage --
| stage | instance area (um2) | util (%) | setup WS (ps) | setup TNS [ps] |
|---|---|---|---|---|
| after floorplan | 9270 | - | 38.5 | 0 |
| after global placement | 20600 | 17.1 | -574 | -321110 |
| after detailed placement | 20600 | 17.1 | -592 | -322020 |
| after CTS | 21800 | 18.2 | -867 | -361430 |
| after global routing | 21900 | 18.3 | -878 | -366080 |
| final | 21900 | 18.3 | -807 | -335730 |
-- worst max-delay path by stage --
stage | to | slack (ps) | from
CTS | r2v_out[165] | -870 | r2v_out[165]
global route | r2v_out[165] | -880 | r2v_out[165]
finish | r2v_out[165] | -810 | r2v_out[165]
-- placed cells by master, fill, tap and decap left out --
cell type / count
sky130_fd_sc_hd__diode_2: 2
sky130_fd_sc_hd__dfxtp_4: 2
sky130_fd_sc_hd__buf_12: 3
sky130_fd_sc_hd__inv_4: 5
sky130_fd_sc_hd__clkinv_4: 5
sky130_fd_sc_hd__clkdlybuf4s50_1: 463
sky130_fd_sc_hd__buf_2: 448
sky130_fd_sc_hd__clkbuf_16: 54
sky130_fd_sc_hd__dfxtp_2: 98
sky130_fd_sc_hd__clkinvlp_2: 7
sky130_fd_sc_hd__dfxtp_1: 363
sky130_fd_sc_hd__inv_8: 1
sky130_fd_sc_hd__inv_6: 1
sky130_fd_sc_hd__buf_6: 12
sky130_fd_sc_hd__bufinv_16: 6
sky130_fd_sc_hd__clkinv_8: 1
sky130_fd_sc_hd__inv_1: 474
Power figures rest on the tool's default switching activity, not on a simulated workload.
