## flow/run.sh

```bash
#!/bin/bash
# OpenROAD 26Q1-2900-gdf79404cd8, Yosys 0.63+post, stock flow scripts
make -C /OpenROAD-flow-scripts/flow DESIGN_CONFIG=/design/flow/config.mk WORK_HOME=/design/flow/orfs finish
```

## flow/config.mk

```make
export PLATFORM = sky130hd
export DESIGN_NAME = MEM_WB
export DESIGN_NICKNAME = MEM_WB
export VERILOG_FILES = /design/flow/design.v
export SDC_FILE = /design/flow/constraint.sdc
export NUM_CORES = 4
export LEC_CHECK = 1
export CORE_AREA = 10 10 323 323
export DIE_AREA = 0 0 333 333
```

## flow/constraint.sdc

```tcl
current_design MEM_WB

set clk_period 1.0
set clk_io_pct 0.2

create_clock -name clk0 -period $clk_period [get_ports {clk}]

set non_clock_inputs [all_inputs -no_clocks]
set_input_delay [expr $clk_period * $clk_io_pct] -clock clk0 $non_clock_inputs
set_output_delay [expr $clk_period * $clk_io_pct] -clock clk0 [all_outputs]
```

## flow/design.v

```verilog
module MEM_WB (clk, wb, muxMem, resALUe, memData, dest, destType, 
					wb_out, muxMem_out, resALUe_out, dest_out, destType_out, memData_out);
	input logic clk;
	input logic [1:0] wb;
	input logic [191:0] muxMem;
	input logic [20:0] resALUe;
	input logic [191:0] memData;
	input logic [2:0] dest;
	input logic destType;
	output logic [1:0] wb_out;
	output logic [191:0] muxMem_out;
	output logic [20:0] resALUe_out;
	output logic [191:0] memData_out;
	output logic [2:0] dest_out;
	output logic destType_out;
	always @(negedge clk) begin
		wb_out <= wb;
		muxMem_out <= muxMem;
		resALUe_out <= resALUe;
		memData_out <= memData;
		dest_out <= dest;
		destType_out <= destType;
	end
endmodule 
```

==> summary.txt <==
fresh numbers from the pnr run: yosys synthesis chip area=0.00823 mm^2, pre-CTS setup slack=-0.713 ns, buffer-and-inverter tally for the worst setup path=1, # IOs=823, Commonest flop=dfxtp_1, arrival time of the worst setup path=~1.6 ns, status=complete, but fails checks, HP Start=memData[58], Crit path max-delay family=flip-flops, clk root buf=clkbuf_16, H-Tree Depth=2, crit path cell chain=buf_6, Port Buffers=822, Sink Count=411, Post-synth EDFFs=0, post-synthesis cell area=~0.008 mm^2, core area=around 0.097 mm^2, via count=between 8,000 and 9,000, setup ws final=-0.778 ns, total gr overflow=0, row count=114, YS warnings=1, Setup TNS=-295.95 ns, max-capacitance violation count=0, Final setup viols=411, Die X=333 um, Slew headroom=0.791, DP Area=around 0.018 mm^2, Seq/Total Area, Yosys=1.00, violation count after the first detailed-route iteration=146, pwr/cell area=2240 mW/mm^2, CTS tree=done, Final Total Pwr=about 44 mW, vias in the first global route=slightly above 9,000, cell type with the largest total area=dfxtp_1, Largest type area fraction=1.00, Synth async-reset ratio=0, number of cells in Yosys stat=around 400, CTS clock-pin slew for the worst setup and hold paths=about 0.05 ns, critical path peak fanout=1, First-pass DRT Iterations=4, PostCTS Resize Cnt=1,441, post-route ant nets=0, RSZ-0062 raised after global routing=true, Final Slew Violations=0, Finished Cell Area=0.0194 mm^2, Least-Margin Pin Slew=between 0.3 and 0.4 ns, post-CTS setup buffer count=0, # DRC=0, Chip Area=0.111 mm^2, slowest cell on the critical path=dfxtp_2, largest net degree at the start of global routing=13, Worst Path Required=0.80 ns, Comb area=0 um^2, crit end category=output pin, startpoint types=flop, floorplan core density=0.0849, Die Y=around 330 um, Post-Syn Instances=412, Peak VDD IR=about 1400 uV, global-route wire length before repair=67,800 um, wirelength, routed=51,200 um, count leader, synth=dfxtp_1, RD Place Congestion=just under 0.9, CP peak stage delay=0.34 ns, WL per Instance=17.0 um, # fillers=10,500, Combinational Gates=0, clk buf depth=3, count of tool warnings=between 400 and 500, kind of critical path=flop to output pin, layout cells sized above 1=0.339, LEAKAGE=approximately 9.7 nW, Hold Violations, Final=0, worst min path class=primary input to flop, Via density=approximately 2.7, hold_buf cts=0, TritonCTS buffer count=~48, Synth top cells by count=dfxtp_1 (411), inv_1 (1), Synth flops=~410, top cells, area=dfxtp_1 (100%), inv_1 (0.046%), Synth cell types=2, Mapped Avg Cell Area=20.0 um^2, failing checks=setup timing, Synth-to-Final Area Change=136%, Post-DP HPWL=42,400 um, initial antenna violation count=29, Worst setup startpoint=muxMem_out[61]$_DFF_N_, Tot GR Track Use=0.0885, post-layout util=0.200
[where the power goes]
part	internal [mW]	leakage, nW	switching, mW
logic	2.02	3.33	0.720
registers	17.5	3.47	0.211
clock network	12.1	2.94	11.0
[routing by layer]
layer,vias to the layer above,part of all wire,global-route usage
li1,3882,-,-
met1,3528,0.33,0.0827
met2,572,0.48,0.140
met3,119,0.15,0.0724
met4,42,0.027,0.0354
met5,-,0.0054,0
[cell type report]
| class | instances | area [um^2] | area share |
|---|---|---|---|
| tap | 1276 | 1600 | 0.0823 |
| clock buffer | 49 | 1230 | 0.0632 |
| timing repair buffer | 834 | 6410 | 0.330 |
| antenna | 3 | 7.51 | 0.000387 |
| sequential | 411 | 8350 | 0.430 |
| clock inverter | 444 | 1820 | 0.0938 |
[per-stage QoR]
stage	hold WS (ns)	std cells
after floorplan	0.728	412
after global placement	1.15	2522
after detailed placement	1.15	2522
after CTS	0.457	3014
after global routing	0.456	3014
final	0.500	3017
[registers in the layout, indices dropped and copies added (netlist names)]
register	cells
destType_out	1
dest_out	3
memData_out	192
muxMem_out	192
resALUe_out	21
wb_out	2
[cell families (layout without fill, tap and decap cells)]
group | count (synthesis) | count (layout) | share of synthesized area
buffers and inverters | 1 | 1327 | 0.000456
DFF | 411 | 411 | 1.00
other | 0 | 3 | 0
[placed cells by master, fill, tap and decap left out, drive strengths merged]
master	Yosys	routed
dfxtp	411	411
buf	0	423
clkinvlp	0	11
clkinv	0	4
clkdlybuf4s50	0	411
diode	0	3
clkbuf	0	49
bufinv	0	4
inv	1	425
[path summary, 6_finish.rpt]
kind / endpoint / depth (start not counted)
worst max-delay path: muxMem_out[61] / 1
worst min-delay path: memData_out[58]$_DFF_N_ / 1
Power is estimated from default activity; no workload was simulated.
