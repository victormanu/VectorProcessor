[design.v]
module EX_MEM (clk, mem, wb, r1e, r2e, r1v, r2v, resALUe, resALUve, resSum, dest, destType,
					mem_out, wb_out, r1e_out, r2e_out, r1v_out, r2v_out, resALUe_out, 
					resALUve_out, resSum_out, dest_out, destType_out);
	input logic clk;
	input logic [3:0] mem;
	input logic [1:0] wb;
	input logic [20:0] r1e;
	input logic [20:0] r2e;
	input logic [191:0] r1v;
	input logic [191:0] r2v;
	input logic [20:0] resALUe;
	input logic [191:0] resALUve;
	input logic [191:0] resSum;
	input logic [3:0] dest;
	output logic destType;
	output logic [4:0] mem_out;
	output logic [1:0] wb_out;
	output logic [20:0] r1e_out;
	output logic [20:0] r2e_out;
	output logic [191:0] r1v_out;
	output logic [191:0] r2v_out;
	output logic [20:0] resALUe_out;
	output logic [191:0] resALUve_out;
	output logic [191:0] resSum_out;
	output logic [3:0] dest_out;
	output logic destType_out;
	always @(negedge clk) begin
		mem_out <= mem;
		wb_out <= wb;
		r1e_out <= r1e;
		r2e_out <= r2e;
		r1v_out <= r1v;  
		r2v_out <= r2v;  
		resALUe_out <= resALUe;
		resALUve_out <= resALUve;
		resSum_out <= resSum;
		dest_out <= dest;
	end
endmodule 
[config.mk]
export PLATFORM = sky130hd
export DESIGN_NAME = EX_MEM
export DESIGN_NICKNAME = EX_MEM
export VERILOG_FILES = /design/flow/design.v
export SDC_FILE = /design/flow/constraint.sdc
export NUM_CORES = 4
export LEC_CHECK = 1
export CORE_AREA = 10 10 643 643
export DIE_AREA = 0 0 653 653
[constraint.sdc]
current_design EX_MEM

set clk_period 1.0
set clk_io_pct 0.2

create_clock -name clk0 -period $clk_period [get_ports {clk}]

set non_clock_inputs [all_inputs -no_clocks]
set_input_delay [expr $clk_period * $clk_io_pct] -clock clk0 $non_clock_inputs
set_output_delay [expr $clk_period * $clk_io_pct] -clock clk0 [all_outputs]
[run.sh]
#!/bin/bash
# OpenROAD 26Q1-2900-gdf79404cd8, Yosys 0.63+post, stock flow scripts
make -C /OpenROAD-flow-scripts/flow DESIGN_CONFIG=/design/flow/config.mk WORK_HOME=/design/flow/orfs finish
==> impl_metrics.toml <==
# implementation run metrics
[run_status]
status = "finished, violations left"
violations = "negative setup slack"

[synth]
yosys.area.top_type = "dfxtp_1"
syn_inst = 846
avgSynthCellArea_um2 = 19.94
ys_seq_elements = 841
synth-area-yosys_mm2 = 0.01687
netlist_area_mm2 = 0.01687
ys_types = 4
yosys_warnings = 3
aoi_share_pct = 0
xor_share_pct = 0
topCellsByArea = "dfxtp_1 100%, buf_4 0.13%, conb_1 0.022%, inv_1 0.022%"
logic_family = "buffers and inverters"
ys_seq_share_pct = 99.82
ys_sh_mux_pct = 0
ys_sh_simple_pct = 0
top_area_share_pct = 99.82
fa_ha_area_share_pct = 0
ys_cells = 846

[grt]
antenna_found_initial = 172
grt_pass1_wl_mm = 212.8
grt_pass1_vias = 19800
grt_overflow = 0
grt_max_degree = 15
grt_usage_pct = 8.074

[finish]
area_delta_synth_final_pct = 172.4
layout-drive-gt1-share_pct = 37.76
nFillCells = 45140
fin_cells = 8884
final_area_mm2 = 0.04594

[cts]
cts_tree = "yes"
holdBufCountCts = 0
numClockSinks = 841
cts_buffer_depth = 4
htree_num_levels = 3
clockRootBuffer = "clkbuf_16"
cts_buffers = 115
cts.clk_slew.worst_paths_ns = 0.04

[power_and_ir_drop]
p_leak_nw = 20.97
power_frac_clock_pct = 56.3
switching_share_pct = 29.82
seqPwrFrac_pct = 36.5
internal-power_mw = 69.92
switching_power_mw = 29.70
irDropWorstVdd_mv = 1.624
power_density_mw_per_mm2 = 2168
combPwrFrac_pct = 7.2

[placement]
portBuffers = 1682
dpl_worst_slack_ns = -0.8729
dp_hpwl_mm = 154.8
placement.cell_area_mm2 = 0.04157
placedCellCount = 7802
routabilityCongestion = 0.9526

[floorplanning]
ioPinCount = 1686
die-area_mm2 = 0.4264
dieWidth_um = 653
die_h_um = 653
num_rows = 232
fp.coreArea_mm2 = 0.3991
initCoreUtil_pct = 4.226

[sta]
setup_slack_ns = -1.093
finalHoldViolations = 0
finalSetupViolations = 841
grt_setup_unrepaired = "true"
tns_ns = -806.26
finalMaxSlewViolations = 0

[run]
warnings = 868
cap_viol_max_count = 0

[critical_path]
crit_fanout = 1
path_buffers = 1
critical_path.max_stage_delay_ns = 0.38
cpMaxStageDelayCell = "dfxtp_4"
worst-path-stages = 1
critical_path_arrival_ns = 1.89
critical-path-top-delay-family = "flip-flops"
cp-start-kind = "flip-flop"
critPathCaptureType = "output port"
path_cells = "buf_6"
crit_required_ns = 0.80
critPathKind = "reg -> out"

[worst_hold_path]
min_path_cells = 1
hold_class = "in -> reg"

[routing]
drt-initial-drc-count = 531
drtAntennaViolNets = 0
drtPass1Iterations = 4
vias = 17560
drc = 0
avgRoutedWirePerCell_um = 20.09
vias_per_cell = 1.977
wl_mm = 178.5
layer usage:
layer / routed length [µm] / GRT usage, % / vias up
met1: 55530 / 7.240 / 7510
met3: 30170 / 6.862 / 483
met2: 85480 / 13.14 / 1515
met4: 7058 / 3.076 / 36
li1: - / - / 8019
met5: 244 / 0 / -
power by group through the flow:
stage     logic (mW)  registers, mW  clock network, mW
4_1_cts         7.54           36.4               59.8
6_report        7.14           36.4               56.1
5_1_grt         7.80           36.5               63.4
cells in the mapped netlist:
master   count
buf_4        3
conb_1       1
inv_1        1
dfxtp_1    841
flip-flops by register name, summed over array words and instances (netlist names):
signal        cells
mem_out           4
r2v_out         192
resALUe_out      21
r2e_out          21
r1v_out         192
dest_out          4
resSum_out      192
r1e_out          21
wb_out            2
resALUve_out    192
per-stage QoR:
step	power, mW	util [%]	hold WS [ns]
2_1_floorplan	41.07	-	0.7277
6_report	99.62	11.51	0.2627
5_1_grt	107.6	11.49	0.1821
3_5_place_dp	50.58	10.42	1.136
4_1_cts	103.7	11.43	0.1535
3_3_place_gp	50.63	10.42	1.139
cell type report:
cell class	count	area [µm²]	share of cell area (%)
Sequential cell	841	17240	37.53
Timing Repair Buffer	1692	14990	32.63
Tap cell	5265	6588	14.34
Clock inverter	932	4140	9.012
Clock buffer	115	2878	6.264
Antenna cell	36	90.09	0.1961
Multi-Input combinational cell	3	11.26	0.02451
cell usage in the layout, fill, tap and decap left out:
cell | Yosys | layout
buf_12 | 0 | 126
buf_6 | 0 | 62
bufinv_16 | 0 | 13
buf_4 | 3 | 10
clkinv_8 | 0 | 4
clkbuf_16 | 0 | 115
dfxtp_4 | 0 | 8
dfxtp_2 | 0 | 301
inv_16 | 0 | 1
dfxtp_1 | 841 | 532
buf_8 | 0 | 1
buf_2 | 0 | 652
inv_4 | 0 | 9
clkinvlp_2 | 0 | 21
inv_8 | 0 | 14
clkinv_4 | 0 | 6
inv_1 | 1 | 854
inv_6 | 0 | 10
diode_2 | 0 | 36
conb_1 | 1 | 3
clkdlybuf4s50_1 | 0 | 841
repair_timing:
action                                   CTS  global route
endpoints found under the hold margin      0             0
pin swaps                                  0             0
endpoints found under the setup margin   841           841
setup buffers                              0             0
cloned                                     0             0
resized                                 2598            97
path summary, 6_finish.rpt:
check | start | endpoint | slack, ns
worst max-delay path | r2v_out[140] | r2v_out[140] | -1.09
worst min-delay path | r1v[12] | r1v_out[12] | 0.26
logic make-up (layout without fill, tap and decap cells):
group,Yosys count,count (layout)
flops,841,841
other cells,1,39
buf+inv,4,2739
Power and IR drop assume default switching activity.
